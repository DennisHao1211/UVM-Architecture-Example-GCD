===== flow/design.v =====
package gcd_pkg;
typedef enum logic [1:0] {
        IDLE = 2'b00,
        LOADING = 2'b01,
        COMPUTING = 2'b10,
        DONE = 2'b11,
        STATEX = 2'bxx
} state_struct;
endpackage
module gcd 
    #(
        parameter    WIDTH = 8
    )
    (
	    input  logic            clk_i, rst_i,    
	    input  logic            valid_i,         
	    input  logic [WIDTH-1:0]a_i, b_i,        
	    output logic [WIDTH-1:0]gcd_o,           
	    output logic            valid_o          
    );
    timeunit 1ns;
    timeprecision 100ps;
    import gcd_pkg::*;
    logic [WIDTH-1:0] a_reg, b_reg;
    state_struct state_r, next_state_r;
    always_ff @(posedge clk_i or posedge rst_i) begin
        if (rst_i) begin
            state_r <= IDLE;
        end else begin
            state_r <= next_state_r;
        end
    end 
    always_comb begin
        next_state_r = state_r;
        unique case (state_r)
            IDLE: begin
                if (valid_i) begin
                    next_state_r = LOADING;
                end
            end
            LOADING: begin
                next_state_r = COMPUTING;
            end
            COMPUTING: begin
                if ((a_reg == b_reg) || (a_reg == '0) || (b_reg == '0)) begin
                    next_state_r = DONE;
                end
            end
            DONE: begin
                next_state_r = IDLE;
            end
            default: begin
                next_state_r = STATEX;
            end
        endcase
    end
    always_ff @(posedge clk_i or posedge rst_i) begin
        if (rst_i) begin
            a_reg <= '0;
            b_reg <= '0;
            gcd_o <= '0;
            valid_o <= 1'b0;
        end else begin
            gcd_o <= '0;
            valid_o <= 1'b0;
            case (next_state_r)
                IDLE: begin
                    a_reg <= '0;
                    b_reg <= '0;
                end
                LOADING: begin
                    a_reg <= a_i;
                    b_reg <= b_i;
                end
                COMPUTING: begin
                    if ((a_reg == '0) || (b_reg == '0) || (a_reg == b_reg)) begin
                    end else if (a_reg > b_reg) begin
                        a_reg <= a_reg - b_reg;
                    end else if (b_reg > a_reg) begin
                        b_reg <= b_reg - a_reg;
                    end
                end
                DONE: begin
                    gcd_o   <= (a_reg == '0) ? b_reg : a_reg;
                    valid_o <= 1'b1;
                end
                default: begin
                    gcd_o <= 'x;
                    valid_o <= 1'bx;
                end
            endcase
        end
    end
endmodule

===== flow/run.sh =====
#!/bin/bash
# OpenROAD 26Q1-2900-gdf79404cd8, Yosys 0.63+post, stock flow scripts
make -C /OpenROAD-flow-scripts/flow DESIGN_CONFIG=/design/flow/config.mk WORK_HOME=/design/flow/orfs finish

===== flow/config.mk =====
export PLATFORM = sky130hd
export DESIGN_NAME = gcd
export DESIGN_NICKNAME = gcd
export VERILOG_FILES = /design/flow/design.v
export SDC_FILE = /design/flow/constraint.sdc
export NUM_CORES = 4
export LEC_CHECK = 1
export CORE_AREA = 10 10 113 113
export DIE_AREA = 0 0 123 123
export SYNTH_HDL_FRONTEND = slang

===== flow/constraint.sdc =====
current_design gcd

set clk_period 5.5
set clk_io_pct 0.2

create_clock -name clk0 -period $clk_period [get_ports {clk_i}]

set non_clock_inputs [all_inputs -no_clocks]
set_input_delay [expr $clk_period * $clk_io_pct] -clock clk0 $non_clock_inputs
set_output_delay [expr $clk_period * $clk_io_pct] -clock clk0 [all_outputs]

==> notes.org <==
#+TITLE: Physical design notes

** Setup path
- Crit-path max cell delay :: 510 ps
- Cell with the largest stage delay on the worst path :: sky130_fd_sc_hd__ha_1
- Cell count of the worst reg-to-reg path :: 13
- Setup slack on the worst reg-to-reg path comes out at 1830 ps.
- The worst setup path is launched from a flip-flop.
- Highest fanout seen on the critical path :: 15
- Element type at the critical path end :: flip-flop
- Number of buffer and inverter stages on the critical path :: 2
- Family of cells with the greatest summed delay on the critical path :: simple AND/OR/NAND/NOR gates
- For reference, the critical path cell chain is inv_1 > ha_1 > nand4_1 > o22ai_2 > nor2_4 > nor2b_1 > or2_2 > ha_1 > clkinv_1 > nor4_1 > o21ai_0 > or3b_2 > mux2_4.
- The cell that appears most often on the critical path is sky130_fd_sc_hd__ha_1.
- R2r endpoint :: a_reg[6]
- Data required time of the critical path :: 5670 ps
- Launch point of the worst reg-to-reg path :: a_reg[6]
- For reference, the most critical setup path is categorized as reg -> reg.
- Arrival time of the worst setup path :: 3830 ps

** Logic synthesis
- During synthesis, Yosys emitted a total of 0 warnings.
- Sequential-to-total area share from yosys stat :: 31.4%
- In this run, distinct cell masters in the synthesized netlist total 60.
- Yosys mapped a number of flops with a built-in enable equal to 0.
- Synth Instances :: 251
- Average cell area after synthesis :: 9.22 µm²
- After synthesis the cells add up to 2310 µm².
- In the synthesized netlist the async set-or-reset flop fraction comes to 100%.
- For this design, Yosys synthesis ends with a cell count of 251.
- The area recorded from the Yosys report for this design is 2310 µm².
- The synthesis stat section lists a flop and latch total of 29.
- Most common flop cell mapped by yosys :: sky130_fd_sc_hd__dfrtp_1

** Power
- For this design the ratio of total power to cell area is 145 nW/µm².
- Largest voltage drop on the vdd net :: 93.1 µV
- Clock Power Share :: 42.5%
- Internal power component :: 0.312 mW
- Per the OpenROAD power report, switching power amounts to 0.0910 mW.
- The script extracted a total leakage power of 1.12 nW.
- Net switching is 22.6% of the power.
- Proportion of power drawn by combinational gates :: 4.6%
- Sequential cells burn 52.9% of the power.

** Hold path
- Sink of the worst hold path :: state_r[0]
- The report gives the cell count of the worst hold path as 1.
- The startpoint identified for the worst hold timing path is state_r[3].
- According to the hold report, the worst path is of the reg -> reg type.

** Clock network
- Number of buffers created by CTS :: 5
- The number of clock sinks came to 29.
- Clock H-tree levels :: 2
- Number of buffers between clock root and the deepest sink :: 2
- For this design, the CTS-stage hold fixing added 0 buffers.
- TritonCTS built the clock tree.
- Post-cts sizing count :: 0
- Post-CTS setup-driven buffer insertion count :: 0
- Clock input transition at the sequential cells of the worst setup and hold paths :: 60 ps
- Per the CTS log, the root buffer master is sky130_fd_sc_hd__clkbuf_8.
- At the later pin of the worst-skew pair, clock insertion delay measures 280 ps.

** Route
- The script logs the mean routed wire length per placed instance as 14.7 µm.
- In this run, the number of DRC markers left after iteration 0 of detailed routing was 82.
- Per the detailed-route log, wirelength across all metal layers totals 6040 µm.
- N_diodes :: 0
- According to the report, the first pass of detailed routing completed in 4 iterations.
- Total via count in the routed design :: 1887
- Routed via count divided by cell count :: 4.58
- Residual antenna-violating net count after detailed routing :: 0
- The routed layout reports a DRC error count of 0.

** Place
- Placed wire-length estimate after detailed placement :: 4670 µm
- Post-Place Cell Area :: 2690 µm²
- Final GP Congestion :: 0.940
- In this run, placement finished with an instance count of 404.
- The count of buffers added on input and output ports is 27.

** Layout
- The finished cells cover 2780 µm².
- Final Non-Filler Cells :: 412
- P&R area growth vs syn :: 20.0%
- Per the final layout report, the fraction of cells sized above drive strength 1 comes to 12.7%.

** Global routing
- First-pass GRT wire length :: 10000 µm
- Congestion Overflow GR :: 0
- Global routing usage summed across all routing layers :: 8.16%
- Vias in the first global route :: 1901
- The initial antenna violation count is 0.
- Pin count of the biggest net entering global routing :: 30

** Final timing
- The final timing report lists a hold violation count of 0.
- Final period utilization :: 66.7%
- In the final report, the number of endpoints failing setup comes to 0.
- The flow reports an fmax of 0.273 GHz.
- For the finished layout, the period the worst path requires is 3670 ps.
- The tightest hold path in the finished design has a slack of 435 ps.
- Slew at the pin with the worst max-slew slack :: 649 ps
- Final count of pins violating max slew :: 0
- Setup skew after layout :: 8.51 ps
- For the final routed database, the setup TNS stands at 0 ps.
- Setup repair after global routing left no endpoint under its margin.
- Relative slew margins :: 56.7%

** Floorplan
- Chip area :: 15100 µm²
- Once the floorplan was initialized, standard cells occupied 22.4% of the core.
- Placement row count :: 37
- According to the floorplan report, the die width is 123 µm.
- Boundary Pins :: 28
- In this run the vertical extent of the chip is 123 µm.
- Area of the core :: 10300 µm²

** Status
- Status :: finished clean

** Job
- Max-cap violations in this run came to 0.
- Warning total across the stage logs :: 35
per-stage QoR:
step	worst slack (ps)	power, mW	utilization, %
2_1_floorplan	2420	0.221	-
3_3_place_gp	1760	0.236	26.1
3_5_place_dp	1740	0.236	26.1
4_1_cts	1850	0.410	26.9
5_1_grt	1540	0.423	26.9
6_report	1830	0.403	26.9
cells by family (layout without fill, tap and decap cells):
family / after synthesis / count (layout) / share of synthesized area [%]
compound gates: 65 / 65 / 20.7
buf+inv: 37 / 62 / 7.46
xor+xnor: 2 / 2 / 0.757
mux: 16 / 16 / 8.22
fa+ha+maj: 21 / 21 / 12.0
simple gates: 81 / 81 / 19.5
flops: 29 / 29 / 31.4
cells in the final DEF, fill, tap and decap left out, types with 5 or more instances in the layout:
cell type,instances
sky130_fd_sc_hd__nor2b_1,11
sky130_fd_sc_hd__inv_1,24
sky130_fd_sc_hd__dfrtp_1,28
sky130_fd_sc_hd__nand3_1,8
sky130_fd_sc_hd__or3_1,5
sky130_fd_sc_hd__clkbuf_8,5
sky130_fd_sc_hd__clkdlybuf4s50_1,27
sky130_fd_sc_hd__or2_2,5
sky130_fd_sc_hd__nand2_1,18
sky130_fd_sc_hd__mux2i_1,7
sky130_fd_sc_hd__ha_1,19
sky130_fd_sc_hd__o21ai_0,11
sky130_fd_sc_hd__mux2_4,5
sky130_fd_sc_hd__nor2_1,11
sky130_fd_sc_hd__a21oi_1,16
power groups by stage:
stage / registers [mW] / clock network, mW / logic, mW
final: 0.213 / 0.171 / 0.0184
after global routing: 0.213 / 0.189 / 0.0205
after CTS: 0.213 / 0.177 / 0.0192
metal layers:
metal	track usage [%]	up-vias	wire, µm
met5	0	-	0
met4	1.24	0	119
met3	1.39	8	370
met2	13.2	53	2820
met1	11.5	879	2730
li1	-	947	-
worst register-to-register path: stages (launching register included):
cell,delay [ps]
sky130_fd_sc_hd__dfrtp_1,420
sky130_fd_sc_hd__inv_1,60
sky130_fd_sc_hd__ha_1,430
sky130_fd_sc_hd__nand4_1,240
sky130_fd_sc_hd__o22ai_2,130
sky130_fd_sc_hd__nor2_4,210
sky130_fd_sc_hd__nor2b_1,100
sky130_fd_sc_hd__or2_2,300
sky130_fd_sc_hd__ha_1,510
sky130_fd_sc_hd__clkinv_1,290
sky130_fd_sc_hd__nor4_1,70
sky130_fd_sc_hd__o21ai_0,70
sky130_fd_sc_hd__or3b_2,460
sky130_fd_sc_hd__mux2_4,260
cell type report:
cell class | count | area (µm²)
fillers | 1070 | 7550
repair buffers | 29 | 285
flip-flops and latches | 29 | 727
well taps | 136 | 170
multi-input cells | 185 | 1410
clock buffers | 5 | 68.8
inverters | 25 | 93.8
clock inverters | 3 | 17.5
synth_stat cells (2+ instances only):
cell type | n | share of area [%]
sky130_fd_sc_hd__mux2_2 | 4 | 1.9
sky130_fd_sc_hd__buf_2 | 2 | 0.43
sky130_fd_sc_hd__nand4_1 | 3 | 0.81
sky130_fd_sc_hd__o311ai_0 | 2 | 0.76
sky130_fd_sc_hd__nand4b_1 | 2 | 0.76
sky130_fd_sc_hd__nand2_1 | 18 | 2.9
sky130_fd_sc_hd__a211oi_1 | 2 | 0.65
sky130_fd_sc_hd__o21a_1 | 4 | 1.3
sky130_fd_sc_hd__inv_1 | 24 | 3.9
sky130_fd_sc_hd__mux2i_1 | 7 | 3.0
sky130_fd_sc_hd__a31oi_1 | 4 | 1.1
sky130_fd_sc_hd__nor2_1 | 11 | 1.8
sky130_fd_sc_hd__dfrtp_1 | 28 | 30
sky130_fd_sc_hd__and2_1 | 2 | 0.54
sky130_fd_sc_hd__buf_6 | 4 | 1.9
sky130_fd_sc_hd__or4_1 | 3 | 0.97
sky130_fd_sc_hd__or2_2 | 5 | 1.4
sky130_fd_sc_hd__a21oi_1 | 16 | 3.5
sky130_fd_sc_hd__nor3_1 | 3 | 0.65
sky130_fd_sc_hd__nor4_1 | 2 | 0.54
sky130_fd_sc_hd__xnor2_1 | 2 | 0.76
sky130_fd_sc_hd__nand3_1 | 8 | 1.7
sky130_fd_sc_hd__fa_1 | 2 | 1.7
sky130_fd_sc_hd__o211ai_1 | 4 | 1.3
sky130_fd_sc_hd__a22o_1 | 2 | 0.76
sky130_fd_sc_hd__ha_1 | 19 | 10
sky130_fd_sc_hd__clkbuf_1 | 5 | 0.81
sky130_fd_sc_hd__a21o_1 | 3 | 0.97
sky130_fd_sc_hd__nor2b_1 | 11 | 3.0
sky130_fd_sc_hd__o21ai_0 | 11 | 2.4
sky130_fd_sc_hd__mux2_4 | 5 | 3.2
sky130_fd_sc_hd__or3_1 | 5 | 1.4
worst max-delay path by stage:
stage         endpoint      from  cells after the start  slack, ps
CTS           a_reg[6]  a_reg[5]                     13       1850
global route  a_reg[6]  a_reg[1]                     13       1540
finish        a_reg[6]  a_reg[6]                     13       1830
Power figures rest on the tool's default switching activity, not on a simulated workload.
